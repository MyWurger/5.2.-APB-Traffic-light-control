<file path="./run.sh">
#!/bin/bash
# OpenROAD 26Q1-2900-gdf79404cd8, Yosys 0.63+post, stock flow scripts
make -C /OpenROAD-flow-scripts/flow DESIGN_CONFIG=/design/flow/config.mk WORK_HOME=/design/flow/orfs finish
</file>
<file path="./config.mk">
export PLATFORM = sky130hd
export DESIGN_NAME = APB_master
export DESIGN_NICKNAME = APB_master
export VERILOG_FILES = /design/flow/design.v
export SDC_FILE = /design/flow/constraint.sdc
export NUM_CORES = 4
export LEC_CHECK = 1
export CORE_UTILIZATION = 40
</file>
<file path="./constraint.sdc">
current_design APB_master

set clk_period 3.6
set clk_io_pct 0.2

create_clock -name clk0 -period $clk_period [get_ports {PCLK}]
create_clock -name clk1 -period $clk_period [get_ports {PREADY}]

set non_clock_inputs [all_inputs -no_clocks]
set_input_delay [expr $clk_period * $clk_io_pct] -clock clk0 $non_clock_inputs
set_output_delay [expr $clk_period * $clk_io_pct] -clock clk0 [all_outputs]
</file>
<file path="./design.v">
module APB_master
(
    input wire PCLK,                      
    input wire PWRITE_MASTER,             
    output reg PSEL = 0,                  
    input wire [31:0] PADDR_MASTER,       
    input wire [31:0] PWDATA_MASTER,      
    input wire PRESET,                    
    input wire PREADY,                    
    input  wire [31:0] PRDATA,            
    output reg [31:0] PRDATA_MASTER = 0,  
    output reg PENABLE = 0,               
    output reg [31:0] PADDR = 0,          
    output reg [31:0] PWDATA = 0,         
    output reg PWRITE = 0                 
);
task apb_write(input  [31:0] inp_addr,    
               input  [31:0] inp_data);   
begin
  PSEL <= 1'd1;         
  PADDR <= inp_addr;    
  PWDATA <= inp_data;   
  PWRITE <= 1'd1;       
  PENABLE <= 1'd1;      
  if(PREADY)
   begin
     PSEL <= !PSEL;         
     PENABLE <= !PENABLE;   
   end
end
endtask
task apb_read(input [31:0] inp_addr);
begin
  if(!PREADY)
  begin
    PADDR <= inp_addr;      
    PWRITE <= 1'd0;         
    PSEL <= 1'd1;           
    PENABLE <= 1'd1;        
  end
  else if(PREADY)
   begin
     PSEL = !PSEL;          
     PENABLE = !PENABLE;    
   end
end
endtask
always @(posedge PCLK) 
begin
    if(!PRESET)
    begin
      PADDR <= 32'b0;
      PWDATA <= 32'b0;
      PWRITE <= 1'b0;
      PSEL <= 1'b0;
      PENABLE <= 1'b0;
      PRDATA_MASTER <= 1'b0;
    end
    else 
    begin
        if (!PWRITE_MASTER)           
        begin
            apb_read(PADDR_MASTER); 
        end
        else if (PWRITE_MASTER)       
        begin
            apb_write(PADDR_MASTER, PWDATA_MASTER);
        end
    end
end
always @(posedge PREADY)
begin
  if (!PWRITE_MASTER)          
    begin
     PRDATA_MASTER <=PRDATA;   
    end
end
endmodule
</file>
==> results.yml <==
# synthesis and place-and-route metrics
run_status:
  outcome: "complete, no violations"
yosys:
  ys_sh_xor_pct: 0
  top_cells_by_area: "dfxtp_1 47%, mux2i_1 23%, buf_4 9.8%, nand2_1 8.4%, nor2b_1 7.3%"
  ys_ff: 67
  synth_area_per_cell_um2: 10.02
  ys_cells: 284
  mux_share_pct: 22.52
  ys_types: 13
  synth.largest_area_cell: "dfxtp_1"
  ys.warnings.count: 65
  syn_inst: 284
  ys_chip_area_um2: 2845
  syn_area_um2: 2845
  yosysSeqAreaShare_pct: 47.14
  top_cell_area_share_pct: 47.14
  adder_share_pct: 0
  ys_sh_aoi_pct: 0.7036
  topCombFamilyByArea: "multiplexers"
  ys_sh_simple_pct: 16.01
power:
  p_switching_mw: 0.5678
  p_int_mw: 1.681
  p_seq_share_pct: 40.6
  swShare_pct: 25.24
  finalPower_mw: 2.249
  leakage_nw: 1.814
  p_comb_share_pct: 15.9
  ir_drop_mv: 0.3103
  power_frac_clock_pct: 43.6
  powerDensity_nw_per_um2: 517.7
worst_setup_path:
  crit_slowest_cell: "clkbuf_8"
  max_stage_delay_ns: 0.18
  crit_fanout: 10
  critPathKind: "clk2reg"
  worst_ep_arrival_time_ns: 2.64
  critPathLaunchType: "clock port"
  cp.required_ns: 3.81
  crit_chain: "clkbuf_8, clkbuf_8, nor2b_2, clkbuf_8, clkbuf_8, mux2i_1"
  critPathCaptureType: "flip-flop"
  crit_start: "PREADY"
  rr_startpoint: "PWDATA[8]$_SDFFE_PN0P_"
  crit_top_cell: "clkbuf_8"
floorplan:
  initial_core_util_pct: 41.65
  coreArea_um2: 6832
  die_width_um: 86.34
  io_pins: 199
  dieArea_um2: 7455
  placementRows: 30
  die_y_um: 86.34
global_route:
  overflow: 0
  grt_pass1_wl_mm: 9.687
  grtUsageTotal_pct: 17.15
  first_global_vias: 2282
  grt_max_degree: 80
  antenna_found_initial: 0
job:
  drv_cap: 0
  log.warning_count: 95
final_timing:
  drv_slew: 0
  tightest_slew_ns: 0.7264
  setup_viol: 0
  hold_violations: 0
  hold_ws_ns: 0.007083
  rsz0062_at_grt: "no"
  slew_headroom_pct: 51.57
  fin_setup_tns_ns: 0
  finalClockSkew_ns: 0
routing:
  antenna_left: 0
  vias_per_cell: 4.199
  wl_per_cell_um: 11.90
  drt-total-wl_mm: 6.225
  drtIter0Drc: 64
  diodes: 0
  drc: 0
  dr_total_vias: 2196
  firstDrtPassIters: 2
cts:
  post_cts.repair.setup_buffers: 0
  postCtsResizedCells: 0
  cts_tree: "yes"
  hold_buffers: 0
  cts.clk_slew.worst_paths_ns: 0.06
finish:
  syn_to_final_growth_pct: 52.68
  lay_top_cells: "131 x clkdlybuf4s50_1, 67 x dfxtp_1, 64 x mux2i_1, 64 x nand2_1, 33 x nor2b_1"
  final_layout_size_suffix_gt1_share_pct: 6.792
  layout_top_cell: "clkdlybuf4s50_1"
place:
  io_buffers: 133
  gp_congestion: 0.7716
  dp_hpwl_mm: 3.994
worst_hold_path:
  min-delay-path-class: "clk2reg"
  min_from: "PREADY"
## logic make-up (layout without fill, tap and decap cells)
group	after synthesis	count (layout)
flip-flops	67	67
other	1	32
multiplexers	64	64
AND/OR/NAND/NOR	98	98
AND-OR/OR-AND	3	3
buffers and inverters	51	163
## per-layer routing
metal,track usage (%),share of wire [%],vias up
met2,22.15,43,119
met3,10.72,11,16
li1,-,-,1126
met4,10.30,2.2,0
met5,0,0,-
met1,21.79,45,935
## worst max-delay path: cells and delay by family
family | cells | cell delay [ns]
and+or+nand+nor | 1 | 0.14
muxes | 1 | 0.12
buffers and inverters | 4 | 0.58
## Yosys cell counts, drive strengths merged
master / instances
conb: 1
dfxtp: 67
clkbuf: 5
nor2b: 34
a21oi: 1
mux2i: 64
a21boi: 2
nand2: 64
buf: 46
## registers in the layout (all words and copies together), names as in the netlist
signal	cells
PADDR	32
PWDATA	32
PSEL	1
PENABLE	1
PWRITE	1
## final timing paths
kind	to	slack, ns	depth (start not counted)
setup / recovery	PADDR[10]$_SDFFE_PN0P_	1.18	6
hold / removal	PENABLE$_SDFF_PN0_	0.007	3
setup reg to reg	PWDATA[8]$_SDFFE_PN0P_	2.99	2
hold reg to reg	PSEL$_SDFF_PN0_	0.45	1
## power by group through the flow
stage,sequential (mW),clock [mW],combinational [mW]
after CTS,0.914,1.02,0.364
after global routing,0.928,1.08,0.390
final,0.913,0.980,0.357
## through the flow
stage                     area (µm²)  util (%)  instances  setup WS (ns)
after floorplan                 2962         -        315          1.175
after global placement          4034     59.05        495          1.048
after detailed placement        4034     59.05        495          1.048
after CTS                       4344     63.59        523          1.169
after global routing            4344     63.59        523          1.130
final                           4344     63.59        523          1.177
## layout make-up
cell class	count	area (µm²)
Fill cell	577	2487
Sequential cell	67	1341
Timing Repair Buffer	135	1336
Multi-Input combinational cell	197	1236
Clock buffer	23	276.5
Tap cell	96	120.1
Clock inverter	5	33.78
Power figures rest on the tool's default switching activity, not on a simulated workload.
